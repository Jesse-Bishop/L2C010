**design/flow/design.v**
```verilog
module L2C010(
	input [9:0]sw,
	input [3:0]key,
	input clock,
	output [9:0]ledr,
	output [7:0]ledg,
	output reg[6:0]hex3, hex2, hex1, hex0);
	reg[24:0] delay;
	reg[24:0] delay2;
	reg[24:0] delay3;
	reg[24:0] delay4;
	reg signed [5:0]keyCount;
	reg tact = 1'b0;
	reg toggle = 1'b0;
	reg start = 1'b1;
	reg [3:0]last;
	reg first = 1'b0;
	reg fistScroll = 1'b1;
	reg increment = 4'b0001;
	reg[1:0] count;
	reg[1:0] count2;
	reg[1:0] count3;
	reg[1:0] count4;			
	reg[24:0] counter_24M;
	reg clk_1Hz = 1'b0;	
	reg initialStart = 1'b0;
	parameter COUNT_24M = 12000000;
	assign ledg[0] = tact;
	integer numSel;
	integer LED_Select;
	reg firstTime = 1'b1;
	reg mylatch = 1'b0;
	reg [9:0]LED_reg;
	assign ledr[0] = LED_reg[0];
	assign ledr[1] = LED_reg[1];
	assign ledr[2] = LED_reg[2];
	assign ledr[3] = LED_reg[3];
	assign ledr[4] = LED_reg[4];
	assign ledr[5] = LED_reg[5];
	assign ledr[6] = LED_reg[6];
	assign ledr[7] = LED_reg[7];
	assign ledr[8] = LED_reg[8];
	assign ledr[9] = LED_reg[9];
	parameter COUNT_LEDBLIP = 1335000;
	reg[24:0] counter_LEDBLIP;
always @(posedge clock) begin
		if(sw[9:5] == 5'b10000 && start == 1'b1)begin
			if(counter_LEDBLIP == COUNT_LEDBLIP)begin
				counter_LEDBLIP <= 0;
				LED_Select <= LED_Select + 1;
			end
			else begin 
				counter_LEDBLIP <= counter_LEDBLIP + 1;
			end
			if(LED_Select == 18) begin
				LED_Select <= 0;
			end
		end
		else begin
			LED_Select <= 0;
		end 
		if(counter_24M == COUNT_24M) begin
			counter_24M <= 0;
			clk_1Hz <= !clk_1Hz;
		end
		else begin
			counter_24M <= counter_24M + 1;	
		end
		if(sw[8] && !sw[0])begin		
			tact <= !clk_1Hz;
		end 
		else begin
			tact <= 1'b0;
		end
end
always @(posedge clk_1Hz)begin
	if(sw[9:5] == 5'b10000) begin
		start = 1'b1;
		if(numSel < 19 && !sw[0]) begin
			numSel <= numSel + 1;
		end
		else if(numSel == 19) begin
			numSel <= 0;
		end
	end
	else begin
		start = 1'b0;
		numSel <= 0;
	end
	if(initialStart != 1'b1 || sw[0])begin
		count <= 2'b00;
		count2 <= 2'b00;
		count3 <= 2'b00;
		count4 <= 2'b00; 
	end
		else if(count == 2'b10)begin
			count <= 2'b00;
			if(count2 == 2'b10)begin
				count2 <= 2'b00;
					if(count3 == 2'b10) begin
						count3 <= 2'b00;
							if(count4 == 2'b10)begin
								count4 <= 2'b00;
							end
							else begin
								count4 <= count4 + 1;
							end
					end
					else begin
						count3 <= count3 + 1;
					end
			end
			else begin
				count2 <= count2 + 1;			
			end
		end
		else
			count <= count + 1;
end
always @ (posedge clock) begin
	if (sw[9:5] == 5'b00000)begin
		keyCount = 4'b0000;
		firstTime = 1'b1;
		fistScroll = 1'b1;
		LED_reg[9:0] <= 0;
		display(16, hex3[6:0]); display(0, hex2[6:0]); 
		display(1, hex1[6:0]);  display(0, hex0[6:0]); 				
	end
	else if(sw[9:5] == 5'b00001)begin
		keyCount = 4'b0000;
		firstTime = 1'b1;
		LED_reg[9:0] <= 0;
		case (sw[3:0])
			4'b0000: begin display(0, hex3[6:0]);display(0, hex2[6:0]);
						display(16, hex1[6:0]);display(0, hex0[6:0]);end
			4'b0001: begin display(0, hex3[6:0]);display(1, hex2[6:0]); 
		 				display(16, hex1[6:0]);display(1, hex0[6:0]);end
			4'b0010: begin display(0, hex3[6:0]);display(2, hex2[6:0]); 
		 				display(16, hex1[6:0]);display(2, hex0[6:0]);end
		  4'b0011: begin display(0, hex3[6:0]);display(3, hex2[6:0]); 
		 				display(16, hex1[6:0]);display(3, hex0[6:0]);end
		  4'b0100: begin display(0, hex3[6:0]);display(4, hex2[6:0]); 
		 				display(16, hex1[6:0]);display(4, hex0[6:0]);end
		  4'b0101: begin display(0, hex3[6:0]);display(5, hex2[6:0]); 
		 				display(16, hex1[6:0]);display(5, hex0[6:0]);end
		  4'b0110: begin display(0, hex3[6:0]);display(6, hex2[6:0]); 
		 				display(16, hex1[6:0]);display(6, hex0[6:0]);end
		  4'b0111: begin display(0, hex3[6:0]);display(7, hex2[6:0]); 
		 				display(16, hex1[6:0]);display(7, hex0[6:0]);end
		  4'b1000: begin display(0, hex3[6:0]);display(8, hex2[6:0]); 
		 				display(16, hex1[6:0]);display(8, hex0[6:0]);end
		  4'b1001: begin display(0, hex3[6:0]);display(9, hex2[6:0]); 
		 				display(16, hex1[6:0]);display(9, hex0[6:0]);end
		  4'b1010: begin display(1, hex3[6:0]);display(0, hex2[6:0]); 
		 				display(16, hex1[6:0]);display(10, hex0[6:0]);end
		  4'b1011: begin display(1, hex3[6:0]);display(1, hex2[6:0]); 
		 				display(16, hex1[6:0]);display(11, hex0[6:0]);end
		  4'b1100: begin display(1, hex3[6:0]);display(2, hex2[6:0]); 
		 				display(16, hex1[6:0]);display(12, hex0[6:0]);end
		  4'b1101: begin display(1, hex3[6:0]);display(3, hex2[6:0]); 
		 				display(16, hex1[6:0]);display(13, hex0[6:0]);end
		  4'b1110: begin display(1, hex3[6:0]);display(4, hex2[6:0]); 
		 				display(16, hex1[6:0]);display(14, hex0[6:0]);end
		  4'b1111: begin display(1, hex3[6:0]);display(5, hex2[6:0]); 
		 				display(16, hex1[6:0]);display(15, hex0[6:0]);end
			default:;  
		endcase
	end
	else if(sw[9:5] == 5'b00010)begin
     keyCount = 4'b0000;
     firstTime = 1'b1;
     fistScroll = 1'b1;
     LED_reg[9:0] <= 0;
     if(sw[0] == 1'b0)begin
				display(sw[4:3], hex3[6:0]);
				display(sw[2:1], hex2[6:0]);
				display(16, hex1[6:0]);
				display(sw[4:3] + sw[2:1], hex0[6:0]);
     end
     else if(sw[0] == 1'b1)begin
				display(sw[4:3], hex3[6:0]);
				display(sw[2:1], hex2[6:0]);
				display(16, hex1[6:0]);
				display(sw[4:3] * sw[2:1], hex0[6:0]);
     end    
	end
	if(sw[9:5] == 5'b00100) begin
		fistScroll = 1'b1;
		LED_reg[9:0] <= 0;
		display(16, hex0[6:0]);
		display(16, hex1[6:0]);
		display(16, hex3[6:0]);
	if(firstTime == 1'b1 || sw[0]) begin
		keyCount = 4'b0000;
		firstTime = 1'b0;
		display(keyCount, hex2[6:0]);	
	end
	if(!key[2] && (mylatch == 1'b0)) begin
		if(delay2 >= 20) begin
			mylatch <= 1'b1;
			if(!sw[1]) begin
				keyCount = keyCount + 1;
			end
			else  begin
				keyCount = keyCount - 1;
			end
			display(keyCount, hex2[6:0]);
			delay2 <= 0;
		end
		else begin
			delay2 <= delay2 +1;
		end
	end
	else if(key[2] && (mylatch == 1'b1)) begin
		display(keyCount, hex2[6:0]);
		if(delay >= 20)begin 
			mylatch = 1'b0;
			delay <= 0;
		end
		else begin
			delay <= delay + 1;
		end
	end
	if(keyCount > 15)begin
		keyCount = 0;
		display(keyCount, hex2[6:0]);
	end
	if(keyCount < 0)begin
		keyCount = 15;
		display(keyCount, hex2[6:0]);
	end
end
	if(sw[9:5] == 5'b01000)begin
		keyCount = 4'b0000;
		firstTime = 1'b1;
		fistScroll = 1'b1;
		LED_reg[9:0] <= 0;
			if(initialStart != 1'b1)begin
				initialStart <= 1'b1;
			end
		display(count4, hex3[6:0]);
		display(count3, hex2[6:0]);
		display(count2, hex1[6:0]);
		display(count, hex0[6:0]);
	end
		else if(!sw[8] || sw[0])begin
			initialStart <= 1'b0;
		end
	if(sw[9:5] == 5'b10000)begin
		if(!sw[0]) begin
			case (numSel)					
			0:  begin display(16, hex3[6:0]);display(16, hex2[6:0]);
								display(16, hex1[6:0]);display(16, hex0[6:0]);end
			1:  begin display(16, hex3[6:0]);display(16, hex2[6:0]);
								display(16, hex1[6:0]);display(17, hex0[6:0]);end
			2:  begin display(16, hex3[6:0]);display(16, hex2[6:0]); 
								display(17, hex1[6:0]);display(18, hex0[6:0]);end
			3:  begin display(16, hex3[6:0]);display(17, hex2[6:0]); 
								display(18, hex1[6:0]);display(19, hex0[6:0]);end
			4:  begin display(17, hex3[6:0]);display(18, hex2[6:0]); 
								display(19, hex1[6:0]);display(19, hex0[6:0]);end
			5:  begin display(18, hex3[6:0]);display(19, hex2[6:0]); 
								display(19, hex1[6:0]);display(20, hex0[6:0]);end
			6:  begin display(19, hex3[6:0]);display(19, hex2[6:0]); 
								display(20, hex1[6:0]);display(16, hex0[6:0]);end
			7:  begin display(19, hex3[6:0]);display(20, hex2[6:0]); 
								display(16, hex1[6:0]);display(16, hex0[6:0]);end
			8:  begin display(20, hex3[6:0]);display(16, hex2[6:0]);
								display(16, hex1[6:0]);display(21, hex0[6:0]);end
			9:  begin display(16, hex3[6:0]);display(16, hex2[6:0]);
								display(21, hex1[6:0]);display(1, hex0[6:0]);	end
			10:  begin display(16, hex3[6:0]);display(21, hex2[6:0]); 
								display(1, hex1[6:0]);display(13, hex0[6:0]);	end
			11:  begin display(21, hex3[6:0]);display(1, hex2[6:0]);
								display(13, hex1[6:0]);display(16, hex0[6:0]);end	
			12:  begin display(1, hex3[6:0]);display(13, hex2[6:0]); 
								display(16, hex1[6:0]);display(0, hex0[6:0]);end
			13:  begin display(13, hex3[6:0]);display(16, hex2[6:0]); 
								display(0, hex1[6:0]);display(1, hex0[6:0]);end	
			14:  begin display(16, hex3[6:0]);display(0, hex2[6:0]); 
								display(1, hex1[6:0]);display(0, hex0[6:0]);end
			15:  begin display(0, hex3[6:0]);display(1, hex2[6:0]);
								display(0, hex1[6:0]);display(16, hex0[6:0]);end
			16:  begin display(1, hex3[6:0]);display(0, hex2[6:0]); 
								display(16, hex1[6:0]);display(16, hex0[6:0]);end
			17:  begin display(0, hex3[6:0]);display(16, hex2[6:0]); 
								display(16, hex1[6:0]);display(16, hex0[6:0]);end
			18:  begin display(16, hex3[6:0]);display(16, hex2[6:0]); 
								display(16, hex1[6:0]);display(16, hex0[6:0]);end
					 default: 			                               ; 
		endcase
		case (LED_Select)					
			0:  begin LED_reg[0] <= 1'b1; LED_reg[9:1] <= 1'b0;end
			1:  begin LED_reg[1] <= 1'b1;	LED_reg[9:2] <= 1'b0; LED_reg[0] <= 1'b0;end
			2:  begin LED_reg[2] <= 1'b1;	LED_reg[9:3] <= 1'b0; LED_reg[1:0] <= 1'b0;end
			3:  begin LED_reg[3] <= 1'b1;	LED_reg[9:4] <= 1'b0; LED_reg[2:0] <= 1'b0;end
			4:  begin LED_reg[4] <= 1'b1;	LED_reg[9:5] <= 1'b0; LED_reg[3:0] <= 1'b0;end
			5:  begin LED_reg[5] <= 1'b1;	LED_reg[9:6] <= 1'b0; LED_reg[4:0] <= 1'b0;end
			6:  begin LED_reg[6] <= 1'b1;	LED_reg[9:7] <= 1'b0; LED_reg[5:0] <= 1'b0;end
			7:  begin LED_reg[7] <= 1'b1;	LED_reg[9:8] <= 1'b0; LED_reg[6:0] <= 1'b0;end
			8:  begin LED_reg[8] <= 1'b1;	LED_reg[9:9] <= 1'b0; LED_reg[7:0] <= 1'b0;end
			9:  begin LED_reg[9] <= 1'b1;	LED_reg[8:0] <= 1'b0;end
			10: begin LED_reg[8] <= 1'b1;	LED_reg[9:9] <= 1'b0; LED_reg[7:0] <= 1'b0;end
			11: begin LED_reg[7] <= 1'b1;	LED_reg[9:8] <= 1'b0; LED_reg[6:0] <= 1'b0;end
			12: begin LED_reg[6] <= 1'b1;	LED_reg[9:7] <= 1'b0; LED_reg[5:0] <= 1'b0;end
			13: begin LED_reg[5] <= 1'b1;	LED_reg[9:6] <= 1'b0; LED_reg[4:0] <= 1'b0;end	
			14: begin LED_reg[4] <= 1'b1;	LED_reg[9:5] <= 1'b0; LED_reg[3:0] <= 1'b0;end
			15: begin LED_reg[3] <= 1'b1;	LED_reg[9:4] <= 1'b0; LED_reg[2:0] <= 1'b0;end
			16: begin LED_reg[2] <= 1'b1;	LED_reg[9:3] <= 1'b0; LED_reg[1:0] <= 1'b0;end
			17: begin LED_reg[1] <= 1'b1;	LED_reg[9:2] <= 1'b0; LED_reg[0] <= 1'b0;end
					default:  ;	
		endcase
		end
		else if(sw[0]) begin
		end
		else if (sw[9:5] != 5'b10000) begin 
			LED_reg[9:0] <= 0;
		end
	end
end
	task display;
		input integer num;
		output reg[6:0]HEX;
		case (num)
			0:  begin HEX[6:0] = 7'b1000000; end
			1:  begin HEX[6:0] = 7'b1111001; end
			2:  begin HEX[6:0] = 7'b0100100; end
			3:  begin HEX[6:0] = 7'b0110000; end
			4:  begin HEX[6:0] = 7'b0011001; end
			5:  begin HEX[6:0] = 7'b0010010; end
			6:  begin HEX[6:0] = 7'b0000010; end
			7:  begin HEX[6:0] = 7'b1111000; end
			8:  begin HEX[6:0] = 7'b0000000; end
			9:  begin HEX[6:0] = 7'b0010000; end
			10: begin HEX[6:0] = 7'b0001000; end
			11: begin HEX[6:0] = 7'b0000011; end
			12: begin HEX[6:0] = 7'b1000110; end
			13: begin HEX[6:0] = 7'b0100001; end
			14: begin HEX[6:0] = 7'b0000110; end
			15: begin HEX[6:0] = 7'b0001110; end
			16: begin HEX[6:0] = 7'b1111111; end
			17: begin HEX[6:0] = 7'b0001001; end 
			18: begin HEX[6:0] = 7'b0000110; end 
			19: begin HEX[6:0] = 7'b1000111; end 
			20: begin HEX[6:0] = 7'b1000000; end 
			21: begin HEX[6:0] = 7'b1000110; end 
			default: 			                 ; 
		endcase
	endtask 
endmodule 
```
**design/flow/run.sh**
```bash
#!/bin/bash
# OpenROAD 26Q1-2900-gdf79404cd8, Yosys 0.63+post, stock flow scripts
make -C /OpenROAD-flow-scripts/flow DESIGN_CONFIG=/design/flow/config.mk WORK_HOME=/design/flow/orfs finish
```
**design/flow/config.mk**
```make
export PLATFORM = sky130hd
export DESIGN_NAME = L2C010
export DESIGN_NICKNAME = L2C010
export VERILOG_FILES = /design/flow/design.v
export SDC_FILE = /design/flow/constraint.sdc
export NUM_CORES = 4
export LEC_CHECK = 1
export CORE_UTILIZATION = 50
```
**design/flow/constraint.sdc**
```tcl
current_design L2C010

set clk_period 8.7
set clk_io_pct 0.2

create_clock -name clk0 -period $clk_period [get_ports {clock}]

set non_clock_inputs [all_inputs -no_clocks]
set_input_delay [expr $clk_period * $clk_io_pct] -clock clk0 $non_clock_inputs
set_output_delay [expr $clk_period * $clk_io_pct] -clock clk0 [all_outputs]
```
==> flow_summary.json <==
{
  "min_from": "counter_24M[24]",
  "grt.total_usage": 0.260,
  "crit_fanout": 21,
  "htreeDepth": 4,
  "clock_path_buffers": 2,
  "p_int_w": 0.00148,
  "worstSetupStartpoint": "sw[8]",
  "criticalPathCategory": "input port to flop",
  "endpoint_kind": "flop",
  "ys_cells": 1613,
  "postSynthAreaPerCell_sq_um": 8.36,
  "p_leak_nw": 5.21,
  "crit_family": "AND-OR/OR-AND gates",
  "synthFlopType": "dfxtp_1",
  "synth-seq-cells": 222,
  "required_ps": 9000,
  "r2r_start": "keyCount[0]",
  "dp_hpwl_um": 24000,
  "critPathMaxStageDelay_ps": 880,
  "mappedNetlistArea_sq_um": 13500,
  "ys_types": 92,
  "gp_congestion": 0.948,
  "power.net_switching_w": 0.000571,
  "die_h_um": 166,
  "min_period_ps": 5990,
  "switching_share": 0.278,
  "antenna_cells": 0,
  "grt_first_pass_wirelength_um": 56400,
  "report.final.hold_viol_count": 0,
  "seq_power_share": 0.464,
  "grt_overflow": 0,
  "tool_warnings": 50,
  "ys_async_sr_fraction": 0,
  "rows": 59,
  "status": "finished clean",
  "grt_pass1_vias": 10800,
  "edf_count": 77,
  "layout_top_cell": "nor2_1",
  "top_regs": "LED_Select (32), numSel (32)",
  "cts_root_buf": "clkbuf_16",
  "unclocked_pins": 41,
  "io_pins": 61,
  "grt_max_degree": 34,
  "setup_tns_ps": 0,
  "path_cells": "clkdlybuf4s50_1 -> a2111oi_4 -> nor3_4 -> buf_4 -> nand2_1 -> inv_1 -> ha_1 -> nor2b_1 -> nand4_1 -> nand3_1 -> o22a_1 -> o22ai_1 -> a211o_1 -> a2111oi_2 -> o41ai_2",
  "dr.first_iter.drc_count": 1026,
  "untimed_endpoints": 41,
  "postCtsSetupRepairBufs": 0,
  "finalWirelength_um": 34500,
  "fmax_mhz": 167,
  "fp-utilization": 0.513,
  "dieArea_sq_um": 27600,
  "crit_path_start_kind": "input port",
  "die_w_um": 166,
  "power_w": 0.00205,
  "mostFrequentLayoutCells": "192 x nor2_1, 145 x dfxtp_1, 137 x nand2_1",
  "yosys-stat-area_sq_um": 13500,
  "setup_viol": 0,
  "slew_violations": 0,
  "worst_pin_slew_ps": 843,
  "cts_tree": "done",
  "antenna_found_initial": 0,
  "antenna_left": 0,
  "powerDensity_nw_per_um2": 137,
  "postSynthSeqShare": 0.387,
  "firstDrtPassIters": 17,
  "worstPathArrival_ps": 6280,
  "finalClockPeriodUsage": 0.688,
  "cts-resized-gates": 0,
  "yosys_warnings": 36,
  "clkLatencyLatePin_ps": 430,
  "num_vias": 11900,
  "clk_pin_slew_ps": 70,
  "syn2layout_area_growth_pct": 11.0,
  "clock_skew_ps": 14.5,
  "rsz0062_at_grt": "no",
  "hold_ws_ps": 462,
  "wl_per_cell_um": 17.2,
  "portBuffers": 50,
  "max_cap_violations": 0,
  "pwr-share-clk": 0.388,
  "hold_path_class": "flop to flop",
  "worst-path-buf-inv": 3,
  "max_slew_margin": 0.423,
  "drc": 0,
  "p_comb_frac": 0.148,
  "core_area_sq_um": 26300,
  "hold_buffers": 0,
  "vdd_drop_max_uv": 90.2,
  "syn-instance-count": 1613,
  "cp_slowest_cell": "clkdlybuf4s50_1",
  "cts-buffers-inserted": 17,
  "vias_per_cell": 5.95,
  "layout-drive-gt1-share": 0.0546
}
layout make-up:
class                   count  area [sq um]
clock buffers              20           479
multi-input cells        1292          7860
well taps                 335           419
repair buffers             74           681
inverters                  48           180
fillers                  2374         11300
clock inverters            12           120
flip-flops and latches    222          5220
stage by stage:
| step | setup WS (ps) | instance area, sq um | cells | util |
|---|---|---|---|---|
| finish | 2710 | 15000 | 2003 | 0.569 |
| global route | 2440 | 15000 | 2003 | 0.569 |
| CTS | 2800 | 15000 | 2003 | 0.569 |
| detailed placement | 2370 | 14400 | 1971 | 0.546 |
| global placement | 2430 | 14400 | 1971 | 0.546 |
| floorplan | 3500 | 13700 | 1659 | - |
cell families (layout without fill, tap and decap cells):
| family | Yosys count | after routing | synth area share |
|---|---|---|---|
| buffers and inverters | 145 | 154 | 0.0434 |
| flip-flops | 222 | 222 | 0.387 |
| AND/OR/NAND/NOR | 687 | 687 | 0.254 |
| XOR/XNOR | 110 | 110 | 0.0729 |
| adder cells (fa/ha/maj) | 35 | 35 | 0.0329 |
| other | 1 | 47 | 0.000278 |
| multiplexers | 11 | 11 | 0.00845 |
| AND-OR/OR-AND | 402 | 402 | 0.201 |
power groups by stage:
stage     combinational, W  sequential, W  clock (W)
6_report          0.000304       0.000952   0.000795
5_1_grt           0.000334       0.000957   0.000857
4_1_cts           0.000301       0.000952   0.000819
cells in the mapped netlist, types with 11 or more instances:
| cell type | n | share of area |
|---|---|---|
| nor2b_1 | 20 | 0.0093 |
| ha_1 | 33 | 0.031 |
| a211oi_1 | 11 | 0.0061 |
| o21ai_0 | 94 | 0.035 |
| o211ai_1 | 18 | 0.010 |
| edfxtp_1 | 77 | 0.17 |
| xnor2_1 | 58 | 0.038 |
| dfxtp_1 | 145 | 0.22 |
| o31ai_1 | 16 | 0.0089 |
| or3_1 | 17 | 0.0079 |
| clkbuf_1 | 72 | 0.020 |
| a21oi_1 | 103 | 0.038 |
| nand2_1 | 137 | 0.038 |
| nand2b_1 | 12 | 0.0056 |
| a31oi_1 | 17 | 0.0079 |
| nor3_1 | 44 | 0.016 |
| and4_1 | 16 | 0.010 |
| inv_1 | 46 | 0.013 |
| nor2_1 | 193 | 0.054 |
| o22ai_1 | 15 | 0.0070 |
| and3_1 | 38 | 0.018 |
| nand3_1 | 99 | 0.037 |
| nand4_1 | 19 | 0.0088 |
| and2_1 | 12 | 0.0056 |
| xor2_1 | 51 | 0.033 |
| nor4_1 | 33 | 0.015 |
worst paths after layout:
check	cells past startpoint	end	slack, ps
min reg2reg	1	counter_24M[24]	460
max reg2reg	11	hex2[3]	4710
min	1	counter_24M[24]	460
max	15	hex2[3]	2710
metal layers:
layer,track usage,vias to the layer above,share of wire
li1,-,5944,-
met1,0.405,5550,0.46
met2,0.406,401,0.46
met3,0.0442,26,0.068
met4,0.0321,0,0.010
met5,0,-,0
Power and IR drop assume default switching activity.
